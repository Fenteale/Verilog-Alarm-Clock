--- flow/design.v ---
module BCD(
	input [7:0] binary,
	output [11:0] decimal
	);
	reg [3:0] Hundreds;
	reg [3:0] Tens;
	reg [3:0] Ones;
	assign decimal = {Hundreds, Tens, Ones};
	integer i;
	always @(*) begin
		Hundreds = 4'd0;
		Tens = 4'd0;
		Ones = 4'd0;
		for (i=7; i>=0; i = i - 1)
		begin
			if(Hundreds >= 5)	Hundreds = Hundreds + 3;
			if(Tens >= 5)		Tens = Tens + 3;
			if(Ones >= 5)		Ones = Ones + 3;
			Hundreds = Hundreds << 1;
			Hundreds[0] = Tens[3];
			Tens = Tens << 1;
			Tens[0] = Ones[3];
			Ones = Ones << 1;
			Ones[0] = binary[i];
		end
	end
endmodule
--- flow/run.sh ---
#!/bin/bash
# OpenROAD 26Q1-2900-gdf79404cd8, Yosys 0.63+post, stock flow scripts
make -C /OpenROAD-flow-scripts/flow DESIGN_CONFIG=/design/flow/config.mk WORK_HOME=/design/flow/orfs finish
--- flow/config.mk ---
export PLATFORM = sky130hd
export DESIGN_NAME = BCD
export DESIGN_NICKNAME = BCD
export VERILOG_FILES = /design/flow/design.v
export SDC_FILE = /design/flow/constraint.sdc
export NUM_CORES = 4
export LEC_CHECK = 1
export CORE_AREA = 10 10 70 70
export DIE_AREA = 0 0 80 80
--- flow/constraint.sdc ---
current_design BCD

set clk_period 5.3
set clk_io_pct 0.2

create_clock -name clk0 -period $clk_period

set non_clock_inputs [all_inputs -no_clocks]
set_input_delay [expr $clk_period * $clk_io_pct] -clock clk0 $non_clock_inputs
set_output_delay [expr $clk_period * $clk_io_pct] -clock clk0 [all_outputs]
==> results.json <==
{
  "cp.required_ns": 4.24,
  "seq_power_share": 0,
  "grt_util_met2": 0.166,
  "synth_seq_share": 0,
  "first_iter_violations": 67,
  "die_h_um": 80,
  "via_count": 1344,
  "floorplan.core_area_um2": 3420,
  "gp_congestion": 0.919,
  "slew_headroom": 0.610,
  "holdWs_ns": 2.12,
  "final_cell_mix": "buf_4 (53), buf_6 (18), nor2_1 (9), buf_2 (8)",
  "crit_type": "input pin to output port",
  "row_count": 21,
  "hold_buffers": 0,
  "grt_use_met1": 0.152,
  "power_leakage_nw": 0.868,
  "p_int_mw": 0.276,
  "synth.top_cell.area_share": 0.118,
  "mostFrequentLayoutCell": "buf_4",
  "combPwrFrac": 1.000,
  "ir_drop_mv": 0.143,
  "min_period_over_period": 1.12,
  "io_pins": 20,
  "avgRoutedWirePerCell_um": 13.4,
  "cp-start-kind": "input pin",
  "chipArea_um2": 6400,
  "postPlaceCellArea_um2": 1470,
  "n_antenna_cell": 0,
  "stdcell_count": 259,
  "fmax_mhz": 169,
  "yosysTopAreaCell": "ha_1",
  "drv_slew": 0,
  "worst_setup_path_end_kind": "output port",
  "p_sw_mw": 0.213,
  "drc": 0,
  "ff_count": 0,
  "cp_max_fo": 4,
  "design_area_um2": 1960,
  "grt_pass1_vias": 1275,
  "fin_ws_ns": -0.612,
  "hold_viol": 0,
  "grt_max_degree": 13,
  "crit_end": "decimal[1]",
  "synth_cell_types": 60,
  "viasPerCell": 5.19,
  "max_slew.worst_pin.slew_ns": 0.580,
  "portBuffers": 16,
  "tool_warnings": 38,
  "yosysWarnings": 1,
  "syn_to_final_growth_pct": 105,
  "routed_wl_mm": 3.46,
  "startpoint": "binary[5]",
  "layout_min_cycle_time_ns": 5.91,
  "clock_buffer_count": 0,
  "ys_area_um2": 952,
  "grt_pass1_wl_mm": 5.67,
  "drv_cap": 0,
  "grt.total_usage": 0.101,
  "regArea_um2": 0,
  "synthCells": 135,
  "antenna_found_initial": 0,
  "fp.dieW_um": 80,
  "dp.cells": 229,
  "met3_usage": 0,
  "outcome": "finished with violations",
  "hp-class": "input pin to output port",
  "floorplan.core_util": 0.279,
  "syn_avg_cell_area_um2": 7.05,
  "ant_nets": 0,
  "critical_path_arrival_ns": 4.85,
  "p_clk_frac": 0,
  "netSwitchingFraction": 0.435,
  "rsz0062_at_grt": "yes",
  "final_util": 0.573,
  "pwr_density_cell_nw_per_um2": 250,
  "dp_hpwl_mm": 2.17,
  "grt_overflow": 0,
  "ys_cells": 135,
  "syn_area_um2": 952,
  "topCellsByArea": "ha_1 (12%), nor2_1 (5.5%), a21oi_1 (5.3%)",
  "firstDrtPassIters": 4,
  "grt-busiest-layer": "met2",
  "finalSetupViolCount": 9,
  "drive_above_1_share": 0.624,
  "violations": "setup timing",
  "total_power_mw": 0.489
}
## critical path, stage by stage
cell and delay [ns]:
buf_6 0.10, clkinvlp_4 0.07, ha_4 0.12, inv_2 0.04, ha_4 0.15, a21oi_4 0.15
xnor2_2 0.16, ha_2 0.22, and2b_1 0.20, or4_4 0.43, o2111ai_4 0.10, ha_2 0.21
or2b_4 0.29, buf_4 0.14, o32ai_4 0.34, nor3_4 0.08, or2_4 0.28, buf_6 0.12
or3_1 0.29, o21ai_1 0.08, a221o_1 0.14, buf_2 0.09
## routing by layer
metal	routed length [µm]	share of wire
met1	1760	0.51
met2	1600	0.46
met3	110	0.032
met4	0	0
met5	0	0
## cell families after synthesis
logic type                 Yosys count  synth area share
AOI/OAI and AO/OA                   50             0.384
and+or+nand+nor                     50             0.309
buffers and inverters               16            0.0841
adders and majority gates            9             0.118
muxes                                5            0.0565
xor gates and xnor gates             4            0.0447
other                                1           0.00394
## power groups by stage
stage                 Clock [mW]  Sequential (mW)  Combinational (mW)
after CTS                      0                0               0.449
after global routing           0                0               0.529
final                          0                0               0.489
## synthesized netlist by cell type, types with 2 or more instances
| master | instances |
|---|---|
| nor2_1 | 14 |
| a21oi_1 | 10 |
| ha_1 | 9 |
| inv_1 | 9 |
| nand2_1 | 6 |
| o21ai_0 | 6 |
| o21ai_1 | 5 |
| a21o_1 | 4 |
| mux2i_1 | 4 |
| a211oi_1 | 3 |
| buf_4 | 3 |
| nand3_1 | 3 |
| nand4_1 | 3 |
| xnor2_1 | 3 |
| a22oi_1 | 2 |
| and3_1 | 2 |
| clkbuf_1 | 2 |
| nand2b_1 | 2 |
| nor3_1 | 2 |
| nor3_2 | 2 |
| or3_1 | 2 |
## stage by stage
step | setup slack, ns | setup TNS (ns)
floorplan | -0.313 | -2.25
global placement | -1.29 | -10.90
detailed placement | -1.42 | -11.78
CTS | -0.597 | -4.54
global route | -0.812 | -6.38
finish | -0.612 | -4.43
## worst min-delay path by stage
stage	to	cells after the start	slack, ns	startpoint
after CTS	decimal[0]	0	2.12	binary[0]
after global routing	decimal[0]	0	2.12	binary[0]
final	decimal[0]	0	2.12	binary[0]
## cell type report
class	instances	area (µm²)
Fill cell	272	1460
Multi-Input combinational cell	120	1170
Timing Repair Buffer	84	689
Tap cell	46	57.6
Inverter	9	42.5
## what timing repair did
action	in CTS	in global routing
setup endpoints to repair	9	9
pin swaps	32	20
buffers inserted	25	6
gates cloned	0	0
resized	94	11
Power and IR drop assume default switching activity.
