$ cat ./run.sh
#!/bin/bash
# OpenROAD 26Q1-2900-gdf79404cd8, Yosys 0.63+post, stock flow scripts
make -C /OpenROAD-flow-scripts/flow DESIGN_CONFIG=/design/flow/config.mk WORK_HOME=/design/flow/orfs finish
$ cat ./design.v
module music(
	input clk, rst, alarm,
	input [1:0] sel,
	output reg speaker
);
	reg [32:0] tone;
	always @(posedge clk, posedge rst)  
		if(rst) tone <= 33'b0;
		else tone <= tone+33'd1;
	wire [7:0] fullnote;  
	songs get_fullnote1(.clk(clk), .rst(rst), .address(tone[31:24]), .note(fullnote),.sel(sel),.alarm(alarm));  
	wire [2:0] octave; 
	wire [3:0] note;
	divide_by12 get_octave_and_note(.numerator(fullnote[5:0]), .quotient(octave), .remainder(note));
	reg [8:0] clkdivider;
	always @*
	case(note)
		0: clkdivider = 9'd511; 
		1: clkdivider = 9'd482; 
		2: clkdivider = 9'd455; 
		3: clkdivider = 9'd430; 
		4: clkdivider = 9'd405; 
		5: clkdivider = 9'd383; 
		6: clkdivider = 9'd361; 
		7: clkdivider = 9'd341; 
		8: clkdivider = 9'd322; 
		9: clkdivider = 9'd303; 
		10: clkdivider = 9'd286; 
		11: clkdivider = 9'd270; 
		default: clkdivider = 9'd0;
	endcase
	reg [8:0] counter_note;
	reg [7:0] counter_octave;
	always @(posedge clk, posedge rst)
		if(rst) counter_note <= 9'b0;
		else counter_note <= counter_note==0 ? clkdivider : counter_note-9'd1;
	always @(posedge clk, posedge rst)
		if(rst) counter_octave <= 8'b0;
		else if(counter_note==0)
			counter_octave <= counter_octave==0 ? 8'd255 >> octave : counter_octave-8'd1;
	always @(posedge clk, posedge rst)
		if(rst) speaker <= 1'b0;
		else if(counter_note==0 && counter_octave==0 && fullnote!=0 && tone[23:20]!=0) begin
			if(alarm) speaker <= ~speaker;
			else speaker <= 1'b0;
		end
endmodule
module divide_by12(
	input [5:0] numerator,   
	output reg [2:0] quotient, 
	output [3:0] remainder
);
reg [1:0] remainder3to2;
always @(numerator[5:2])
case(numerator[5:2])
	 0: begin quotient=0; remainder3to2=0; end
	 1: begin quotient=0; remainder3to2=1; end
	 2: begin quotient=0; remainder3to2=2; end
	 3: begin quotient=1; remainder3to2=0; end
	 4: begin quotient=1; remainder3to2=1; end
	 5: begin quotient=1; remainder3to2=2; end
	 6: begin quotient=2; remainder3to2=0; end
	 7: begin quotient=2; remainder3to2=1; end
	 8: begin quotient=2; remainder3to2=2; end
	 9: begin quotient=3; remainder3to2=0; end
	10: begin quotient=3; remainder3to2=1; end
	11: begin quotient=3; remainder3to2=2; end
	12: begin quotient=4; remainder3to2=0; end
	13: begin quotient=4; remainder3to2=1; end
	14: begin quotient=4; remainder3to2=2; end
	15: begin quotient=5; remainder3to2=0; end
endcase
assign remainder[1:0] = numerator[1:0];   
assign remainder[3:2] = remainder3to2;   
endmodule
module songs(
	input clk, rst, alarm,
	input [7:0] address,
	input [1:0] sel,
	output reg [7:0] note
);
wire [6:0] song2address = address  [6:0];
wire [5:0] song3address = address  [5:0];
wire [3:0] song4address = address  [3:0];
always @(posedge clk, posedge rst)
	if(rst) note <= 8'b0;
	else if(alarm) begin
		case(sel)
		2'b00:                      
		case(address)
			0: note<= 8'd25;  
			1: note<= 8'd27;  
			2: note<= 8'd27;  
			3: note<= 8'd25;  
			4: note<= 8'd22;  
			5: note<= 8'd22;  
			6: note<= 8'd30;  
			7: note<= 8'd30;  
			8: note<= 8'd27;  
			9: note<= 8'd27;  
			10: note<= 8'd25;  
			11: note<= 8'd25;  
			12: note<= 8'd25;  
			13: note<= 8'd25;  
			14: note<= 8'd25;  
			15: note<= 8'd25;  
			16: note<= 8'd25;  
			17: note<= 8'd27;  
			18: note<= 8'd25;  
			19: note<= 8'd27;  
			20: note<= 8'd25;  
			21: note<= 8'd25;  
			22: note<= 8'd30;  
			23: note<= 8'd30;  
			24: note<= 8'd29;  
			25: note<= 8'd29;  
			26: note<= 8'd29;  
			27: note<= 8'd29;  
			28: note<= 8'd29;  
			29: note<= 8'd29;  
			30: note<= 8'd29;  
			31: note<= 8'd29;  
			32: note<= 8'd23;  
			33: note<= 8'd25;  
			34: note<= 8'd25;  
			35: note<= 8'd23;  
			36: note<= 8'd20;  
			37: note<= 8'd20;  
			38: note<= 8'd29;  
			39: note<= 8'd29;  
			40: note<= 8'd27;  
			41: note<= 8'd27;  
			42: note<= 8'd25;  
			43: note<= 8'd25;  
			44: note<= 8'd25;  
			45: note<= 8'd25;  
			46: note<= 8'd25;  
			47: note<= 8'd25;  
			48: note<= 8'd25;  
			49: note<= 8'd27;  
			50: note<= 8'd25;  
			51: note<= 8'd27;  
			52: note<= 8'd25;  
			53: note<= 8'd25;  
			54: note<= 8'd27;  
			55: note<= 8'd27;  
			56: note<= 8'd22;  
			57: note<= 8'd22;  
			58: note<= 8'd22;  
			59: note<= 8'd22;  
			60: note<= 8'd22;  
			61: note<= 8'd22;  
			62: note<= 8'd22;  
			63: note<= 8'd22;  
			64: note<= 8'd25;  
			65: note<= 8'd27;  
			66: note<= 8'd27;  
			67: note<= 8'd25;  
			68: note<= 8'd22;  
			69: note<= 8'd22;  
			70: note<= 8'd30;  
			71: note<= 8'd30;  
			72: note<= 8'd27;  
			73: note<= 8'd27;  
			74: note<= 8'd25;  
			75: note<= 8'd25;  
			76: note<= 8'd25;  
			77: note<= 8'd25;  
			78: note<= 8'd25;  
			79: note<= 8'd25;  
			80: note<= 8'd25;  
			81: note<= 8'd27;  
			82: note<= 8'd25;  
			83: note<= 8'd27;  
			84: note<= 8'd25;  
			85: note<= 8'd25;  
			86: note<= 8'd30;  
			87: note<= 8'd30;  
			88: note<= 8'd29;  
			89: note<= 8'd29;  
			90: note<= 8'd29;  
			91: note<= 8'd29;  
			92: note<= 8'd29;  
			93: note<= 8'd29;  
			94: note<= 8'd29;  
			95: note<= 8'd29;  
			96: note<= 8'd23;  
			97: note<= 8'd25;  
			98: note<= 8'd25;  
			99: note<= 8'd23;  
			100: note<= 8'd20;  
			101: note<= 8'd20;  
			102: note<= 8'd29;  
			103: note<= 8'd29;  
			104: note<= 8'd27;  
			105: note<= 8'd27;  
			106: note<= 8'd25;  
			107: note<= 8'd25;  
			108: note<= 8'd25;  
			109: note<= 8'd25;  
			110: note<= 8'd25;  
			111: note<= 8'd25;  
			112: note<= 8'd25;  
			113: note<= 8'd27;  
			114: note<= 8'd25;  
			115: note<= 8'd27;  
			116: note<= 8'd25;  
			117: note<= 8'd25;  
			118: note<= 8'd32;  
			119: note<= 8'd32;  
			120: note<= 8'd30;  
			121: note<= 8'd30;  
			122: note<= 8'd30;  
			123: note<= 8'd30;  
			124: note<= 8'd30;  
			125: note<= 8'd30;  
			126: note<= 8'd30;  
			127: note<= 8'd30;  
			128: note<= 8'd27;  
			129: note<= 8'd27;  
			130: note<= 8'd27;  
			131: note<= 8'd27;  
			132: note<= 8'd30;  
			133: note<= 8'd30;  
			134: note<= 8'd30;  
			135: note<= 8'd27;  
			136: note<= 8'd25;  
			137: note<= 8'd25;  
			138: note<= 8'd22;  
			139: note<= 8'd22;  
			140: note<= 8'd25;  
			141: note<= 8'd25;  
			142: note<= 8'd25;  
			143: note<= 8'd25;  
			144: note<= 8'd23;  
			145: note<= 8'd23;  
			146: note<= 8'd27;  
			147: note<= 8'd27;  
			148: note<= 8'd25;  
			149: note<= 8'd25;  
			150: note<= 8'd23;  
			151: note<= 8'd23;  
			152: note<= 8'd22;  
			153: note<= 8'd22;  
			154: note<= 8'd22;  
			155: note<= 8'd22;  
			156: note<= 8'd22;  
			157: note<= 8'd22;  
			158: note<= 8'd22;  
			159: note<= 8'd22;  
			160: note<= 8'd20;  
			161: note<= 8'd20;  
			162: note<= 8'd22;  
			163: note<= 8'd22;  
			164: note<= 8'd25;  
			165: note<= 8'd25;  
			166: note<= 8'd27;  
			167: note<= 8'd27;  
			168: note<= 8'd29;  
			169: note<= 8'd29;  
			170: note<= 8'd29;  
			171: note<= 8'd29;  
			172: note<= 8'd29;  
			173: note<= 8'd29;  
			174: note<= 8'd29;  
			175: note<= 8'd29;  
			176: note<= 8'd30;  
			177: note<= 8'd30;  
			178: note<= 8'd30;  
			179: note<= 8'd30;  
			180: note<= 8'd29;  
			181: note<= 8'd29;  
			182: note<= 8'd27;  
			183: note<= 8'd27;  
			184: note<= 8'd25;  
			185: note<= 8'd25;  
			186: note<= 8'd23;  
			187: note<= 8'd20;  
			188: note<= 8'd20;  
			189: note<= 8'd20;  
			190: note<= 8'd20;  
			191: note<= 8'd20;  
			192: note<= 8'd25;  
			193: note<= 8'd27;  
			194: note<= 8'd27;  
			195: note<= 8'd25;  
			196: note<= 8'd22;  
			197: note<= 8'd22;  
			198: note<= 8'd30;  
			199: note<= 8'd30;  
			200: note<= 8'd27;  
			201: note<= 8'd27;  
			202: note<= 8'd25;  
			203: note<= 8'd25;  
			204: note<= 8'd25;  
			205: note<= 8'd25;  
			206: note<= 8'd25;  
			207: note<= 8'd25;  
			208: note<= 8'd25;  
			209: note<= 8'd27;  
			210: note<= 8'd25;  
			211: note<= 8'd27;  
			212: note<= 8'd25;  
			213: note<= 8'd25;  
			214: note<= 8'd30;  
			215: note<= 8'd30;  
			216: note<= 8'd29;  
			217: note<= 8'd29;  
			218: note<= 8'd29;  
			219: note<= 8'd29;  
			220: note<= 8'd29;  
			221: note<= 8'd29;  
			222: note<= 8'd29;  
			223: note<= 8'd29;  
			224: note<= 8'd23;  
			225: note<= 8'd25;  
			226: note<= 8'd25;  
			227: note<= 8'd23;  
			228: note<= 8'd20;  
			229: note<= 8'd20;  
			230: note<= 8'd29;  
			231: note<= 8'd29;  
			232: note<= 8'd27;  
			233: note<= 8'd27;  
			234: note<= 8'd25;  
			235: note<= 8'd25;  
			236: note<= 8'd25;  
			237: note<= 8'd25;  
			238: note<= 8'd25;  
			239: note<= 8'd25;  
			240: note<= 8'd25;  
			241: note<= 8'd0;
			242: note<= 8'd00;
			default: note <= 8'd0;
		endcase
		2'b01:
			case(song2address)                 
				0 : note<= 8'd22;  
				1 : note<= 8'd0;  
				2 : note<= 8'd22;  
				3 : note<= 8'd0;  
				4 : note<= 8'd22;  
				5 : note<= 8'd22;  
				6 : note<= 8'd22; 
				7 : note<= 8'd22; 
				8 : note<= 8'd22;  
				9 : note<= 8'd0;  
				10 : note<= 8'd22;  
				11 : note<= 8'd0;  
				12 : note<= 8'd22;  
				13 : note<= 8'd22;  
				14 : note<= 8'd22; 
				15 : note<= 8'd22; 
				16 : note<= 8'd22;  
				17 : note<= 8'd0;  
				18 : note<= 8'd25;  
				19 : note<= 8'd0;  
				20 : note<= 8'd18;  
				21 : note<= 8'd0;  
				22 : note<= 8'd20;  
				23 : note<= 8'd0;  
				24 : note<= 8'd22;  
				25 : note<= 8'd22;  
				26 : note<= 8'd22; 
				27 : note<= 8'd22; 
				28 : note<= 8'd22; 
				29 : note<= 8'd22; 
				30 : note<= 8'd22; 
				31 : note<= 8'd22; 
				32 : note<= 8'd23;  
				33 : note<= 8'd0;  
				34 : note<= 8'd23;  
				35 : note<= 8'd0;  
				36 : note<= 8'd23;  
				37 : note<= 8'd0;  
				38 : note<= 8'd23;  
				39 : note<= 8'd0;  
				40 : note<= 8'd23;  
				41 : note<= 8'd0;  
				42 : note<= 8'd22;  
				43 : note<= 8'd0;  
				44 : note<= 8'd22;  
				45 : note<= 8'd0;  
				46 : note<= 8'd22;  
				47 : note<= 8'd0;  
				48 : note<= 8'd22;  
				49 : note<= 8'd0;  
				50 : note<= 8'd20;  
				51 : note<= 8'd0;  
				52 : note<= 8'd20;  
				53 : note<= 8'd0;  
				54 : note<= 8'd22;  
				55 : note<= 8'd0;  
				56 : note<= 8'd20;  
				57 : note<= 8'd20; 
				58 : note<= 8'd20;  
				59 : note<= 8'd20;
				60 : note<= 8'd25;  
				61 : note<= 8'd25;
				62 : note<= 8'd25;   
				63 : note<= 8'd25;          
				64 : note<= 8'd22;  
				65 : note<= 8'd0;  
				66 : note<= 8'd22;  
				67 : note<= 8'd0;  
				68 : note<= 8'd22;  
				69 : note<= 8'd22;  
				70 : note<= 8'd22; 
				71 : note<= 8'd22; 
				72 : note<= 8'd22;  
				73 : note<= 8'd0;  
				74 : note<= 8'd22;  
				75 : note<= 8'd0;  
				76 : note<= 8'd22;  
				77 : note<= 8'd22;  
				78 : note<= 8'd22; 
				79 : note<= 8'd22; 
				80 : note<= 8'd22;  
				81 : note<= 8'd0;  
				82 : note<= 8'd25;  
				83 : note<= 8'd0;  
				84 : note<= 8'd18;  
				85 : note<= 8'd0;  
				86 : note<= 8'd20;  
				87 : note<= 8'd0;  
				88 : note<= 8'd22;  
				89 : note<= 8'd22;  
				90 : note<= 8'd22; 
				91 : note<= 8'd22; 
				92 : note<= 8'd22; 
				93 : note<= 8'd22; 
				94 : note<= 8'd22; 
				95 : note<= 8'd22; 
				96 : note<= 8'd23;  
				97 : note<= 8'd0;  
				98 : note<= 8'd23;  
				99 : note<= 8'd0;  
				100 : note<= 8'd23;  
				101 : note<= 8'd0;  
				102 : note<= 8'd23;  
				103 : note<= 8'd0;  
				104 : note<= 8'd23;  
				105 : note<= 8'd0;  
				106 : note<= 8'd22;  
				107 : note<= 8'd0;  
				108 : note<= 8'd22;  
				109 : note<= 8'd0;  
				110 : note<= 8'd22;  
				111 : note<= 8'd0;  
				112 : note<= 8'd25;  
				113 : note<= 8'd0;  
				114 : note<= 8'd25;  
				115 : note<= 8'd0;  
				116 : note<= 8'd23;  
				117 : note<= 8'd0;  
				118 : note<= 8'd20;  
				119 : note<= 8'd0;  
				120 : note<= 8'd18;  
				121 : note<= 8'd18;  
				122 : note<= 8'd18;  
				123 : note<= 8'd18;  
				124 : note<= 8'd18;  
				125 : note<= 8'd18;  
				default: note <= 8'd0;
			endcase
		2'b10: 
case(song3address)                     
				0 : note<= 8'd20;  
				1 : note<= 8'd20;  
				2 : note<= 8'd20;  
				3 : note<= 8'd20;  
				4 : note<= 8'd22;  
				5 : note<= 8'd22;  
				6 : note<= 8'd20;  
				7 : note<= 8'd20;  
				8 : note<= 8'd25;  
				9 : note<= 8'd25;  
				10 : note<= 8'd24;  
				11 : note<= 8'd24;  
				12 : note<= 8'd24;  
				13 : note<= 8'd24;  
				14 : note<= 8'd20;  
				15 : note<= 8'd20;  
				16 : note<= 8'd20;  
				17 : note<= 8'd20;  
				18 : note<= 8'd22;  
				19 : note<= 8'd22;  
				20 : note<= 8'd20;  
				21 : note<= 8'd20;  
				22 : note<= 8'd27;  
				23 : note<= 8'd27;  
				24 : note<= 8'd25;  
				25 : note<= 8'd25;  
				26 : note<= 8'd25;  
				27 : note<= 8'd25;  
				28 : note<= 8'd20;  
				29 : note<= 8'd20;  
				30 : note<= 8'd20;  
				31 : note<= 8'd20;  
				32 : note<= 8'd32;  
				33 : note<= 8'd32;  
				34 : note<= 8'd29;  
				35 : note<= 8'd29;  
				36 : note<= 8'd25;  
				37 : note<= 8'd25;  
				38 : note<= 8'd24;  
				39 : note<= 8'd24;  
				40 : note<= 8'd22;  
				41 : note<= 8'd22;  
				42 : note<= 8'd30;  
				43 : note<= 8'd30;  
				44 : note<= 8'd30;  
				45 : note<= 8'd30;  
				46 : note<= 8'd29;  
				47 : note<= 8'd29;  
				48 : note<= 8'd25;  
				49 : note<= 8'd25;  
				50 : note<= 8'd27;  
				51 : note<= 8'd27;  
				52 : note<= 8'd25;  
				53 : note<= 8'd25;  
				54 : note<= 8'd25;  
				55 : note<= 8'd25;  
				default: note <= 8'd0;
				endcase
2'b11: 
    case(song4address)                    
				0 : note<= 8'd20;  
				1 : note<= 8'd20;  
				2 : note<= 8'd20;  
				3 : note<= 8'd0;  
				4 : note<= 8'd0;  
				5 : note<= 8'd27;  
				6 : note<= 8'd27;  
				7 : note<= 8'd27;  
				8 : note<= 8'd0;  
				9 : note<= 8'd0;  
				10 : note<= 8'd30;  
				11 : note<= 8'd30;  
				12 : note<= 8'd30;  
				default: note <= 8'd0;
			endcase
			endcase
			end
endmodule
$ cat ./constraint.sdc
current_design music

set clk_period 4.1
set clk_io_pct 0.2

create_clock -name clk0 -period $clk_period [get_ports {clk}]

set non_clock_inputs [all_inputs -no_clocks]
set_input_delay [expr $clk_period * $clk_io_pct] -clock clk0 $non_clock_inputs
set_output_delay [expr $clk_period * $clk_io_pct] -clock clk0 [all_outputs]
$ cat ./config.mk
export PLATFORM = sky130hd
export DESIGN_NAME = music
export DESIGN_NICKNAME = music
export VERILOG_FILES = /design/flow/design.v
export SDC_FILE = /design/flow/constraint.sdc
export NUM_CORES = 4
export LEC_CHECK = 1
export CORE_UTILIZATION = 40
==> results.cfg <==
; yosys + openroad results
[worst_setup_path]
r2r_start = tone[25]
required_ns = 4.36
r2r_end = get_fullnote1.note[3]
worst_r2r_path_depth = 8
arrival_ns = 2.76
start_kind = register
r2r_slack_ns = 1.60
critical_path_peak_fanout = 12
cp-end-kind = register
worstSetupPathType = reg -> reg

[timing]
holdWs_ns = 0.468
hold_viol = 0
setup_viol = 0
max_freq_mhz = 399
final.setup_skew_ns = 0.00873
slew_viol_final = 0
relSlewSlack_pct = 57.4
tightestPinTransition_ns = 0.637
finalClockPeriodUsage_pct = 61.1
fin_crit_ns = 2.50
fin_ws_ns = 1.60
rsz0062_at_grt = false
setup_tns_ns = 0

[logic_synthesis]
synth-edff-count = 0
synth_dominant_cell_count = dfrtp_1
syn_inst = 493
flop_cell = dfrtp_1
ys_ff = 56
yosys-top-cells-count = dfrtp_1 (56), nand2_1 (41), nor2_1 (40), a21oi_1 (31), o21ai_0 (31)
async_flop_share_pct = 100
synth_top_cell_by_area = dfrtp_1
syn_area_per_cell_um2 = 8.34
yosysTopAreaCellShare_pct = 34.1
ys_cells = 493
yosysSeqAreaShare_pct = 34.1
ys_area_mm2 = 0.00411
syn_area_mm2 = 0.00411
topCellsByArea = dfrtp_1 (34%), ha_1 (6.7%), xnor2_1 (5.1%)
yosysUniqueCellTypes = 62
yosysWarningCount = 3

[finish]
fillerInstances = 929
drive_above_1_share_pct = 6.25
synthToLayoutAreaGrowth_pct = 5.87
comb_area_mm2 = 0.00248
fin_cells = 613
seq_area_mm2 = 0.00140

[clock_tree]
cts_tree = built
cts.reportedPaths.clkPinSlew_ns = 0.11
clkLatencyLatePin_ns = 0.31
clockRootBuffer = clkbuf_8
ctsHoldBuffers = 0
cts-resized-gates = 0
cts_buffers = 5
cts_num_sinks = 56
clock_path_buffers = 2
htreeDepth = 2
post-cts-setup-buffers = 0

[worst_hold_path]
min_path_cells = 1
holdCritPathClass = reg -> reg
hold_start = counter_octave[7]
hold_end = counter_octave[7]

[grt]
grt_pass1_wl_mm = 15.1
grt_pass1_vias = 3027
grt_util_met2_pct = 27.9
grt_max_degree = 51
grt_use_total_pct = 18.2
grt.busiest_layer = met1
grt_remaining_overflow = 0
use_met1_pct = 28.9
antenna_found_initial = 0
use_met3_pct = 2.19

[die]
die_w_um = 103
num_io_pins = 6
core_area_mm2 = 0.00986
fp_util_pct = 41.7
fp.dieH_um = 103
row_count = 36
die_area_mm2 = 0.0107

[drt]
antenna-diode-count = 0
dr.pass1.iters = 4
via_count = 3466
drt_iter0_markers = 300
viasPerCell = 5.65
ant_nets = 0
routedWlPerCell_um = 14.9
drt_wl_total_mm = 9.13
drc = 0

[placed_design]
place.gp.congestion = 0.933
place_inst = 605
dpl_worst_slack_ns = 1.41
port_buffers = 5
dp_hpwl_mm = 6.29

[job]
warning_count = 40
cap_violations = 0

[power]
ir_drop_uv = 164
leakage_nw = 1.75
power_density_mw_per_mm2 = 296

[run_status]
status = completed
per-layer routing:
metal / wire length (um) / share of wire [%]
met2: 4120 / 45
met1: 4440 / 49
met3: 447 / 4.9
met4: 123 / 1.3
met5: 0 / 0
worst max-delay path by stage:
stage | to | depth (start not counted) | startpoint
global route | speaker | 6 | counter_note[2]
CTS | get_fullnote1.note[3] | 8 | tone[25]
finish | get_fullnote1.note[3] | 8 | tone[25]
layout make-up:
class,instances,area share (%)
Clock buffer,6,1.67
Clock inverter,2,0.891
Sequential cell,56,32.2
Timing Repair Buffer,12,2.36
Multi-Input combinational cell,381,57.1
Tap cell,133,3.82
Inverter,23,1.98
worst max-delay path: stages (launching register included):
cell and delay, ns:
dfrtp_1 0.54, inv_1 0.24, ha_1 0.48, or3b_2 0.50, a21oi_1 0.14, o21ai_0 0.09
a31oi_1 0.18, or3_1 0.12, a41o_1 0.15
registers in the layout (all words and copies together) (netlist names):
name and flops:
counter_octave 8, speaker 1, tone 32, counter_note 9, get_fullnote1.note 6
power breakdown:
group | total, mW | switching (mW) | internal, mW
registers | 0.670 | 0.0602 | 0.610
clock network | 0.371 | 0.186 | 0.185
logic | 0.248 | 0.138 | 0.110
total | 1.29 | 0.385 | 0.904
logic make-up after synthesis:
family / count (synthesis) / share of synthesized area [%]
flops: 56 / 34.1
mux: 10 / 2.62
xor+xnor: 36 / 7.67
fa+ha+maj: 22 / 6.69
simple gates: 186 / 23.7
buf+inv: 56 / 5.48
compound gates: 127 / 19.7
cell usage in the layout, fill, tap and decap left out, types with 3 or more instances in the layout:
master,n
dfrtp_1,56
nand2_1,41
nor2_1,40
o21ai_0,31
a21oi_1,31
xnor2_1,24
ha_1,22
inv_1,21
nand3_1,21
a31oi_1,18
nor3_1,14
nand4_1,13
xor2_1,12
nor2b_1,12
nor4_1,7
buf_4,7
mux2_2,6
nor3b_1,6
and3_1,5
o211ai_1,5
nand2b_1,5
clkbuf_8,5
clkdlybuf4s50_1,5
and4_1,4
mux2i_1,4
o31ai_1,4
a22oi_1,4
o21bai_1,4
and2_1,3
o32ai_1,3
stage by stage:
stage	util, %	power [mW]	area [um2]
finish	44.1	1.29	4350
global route	44.1	1.37	4350
CTS	44.1	1.30	4350
detailed placement	43.0	0.926	4240
global placement	43.0	0.926	4240
floorplan	-	0.868	4110
Power figures rest on the tool's default switching activity, not on a simulated workload.
