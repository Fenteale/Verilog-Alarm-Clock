==> flow/design.v <==
`timescale 1ms / 1ns
module counterUpDown
	#(parameter BITS = 6,
		parameter MAX_VAL = 60) (
    input clk, c, cu, cd, rst,
    output zC,
    output reg [BITS-1:0] count
    );
    assign zC = (count == MAX_VAL) ? 1'b1 : 1'b0;
    always @(posedge clk, posedge rst)
        if(rst) count <= 0;
        else begin
            if(count >= MAX_VAL) count = 0;
            else if(c) begin
              if(cu) count = count + 1;
              else if(cd) count = count - 1;
            end
        end
endmodule
==> flow/run.sh <==
#!/bin/bash
# OpenROAD 26Q1-2900-gdf79404cd8, Yosys 0.63+post, stock flow scripts
make -C /OpenROAD-flow-scripts/flow DESIGN_CONFIG=/design/flow/config.mk WORK_HOME=/design/flow/orfs finish
==> flow/config.mk <==
export PLATFORM = sky130hd
export DESIGN_NAME = counterUpDown
export DESIGN_NICKNAME = counterUpDown
export VERILOG_FILES = /design/flow/design.v
export SDC_FILE = /design/flow/constraint.sdc
export NUM_CORES = 4
export LEC_CHECK = 1
export CORE_AREA = 10 10 73 73
export DIE_AREA = 0 0 83 83
==> flow/constraint.sdc <==
current_design counterUpDown

set clk_period 3.0
set clk_io_pct 0.2

create_clock -name clk0 -period $clk_period [get_ports {clk}]

set non_clock_inputs [all_inputs -no_clocks]
set_input_delay [expr $clk_period * $clk_io_pct] -clock clk0 $non_clock_inputs
set_output_delay [expr $clk_period * $clk_io_pct] -clock clk0 [all_outputs]
==> flow_summary_export.csv <==
group,metric,value,unit
drt,vias_per_cell,3.955,
worst_hold_path,whs_endpoint,"count[5]",
grt,grt_pass1_vias,466,
synth,synth_top_cell_by_area,"dfrtp_1",
cts,numCtsBuffers,3,
final_timing,finalCriticalPeriod,2.326,ns
worst_setup_path,worstPathMaxFanout,6,
run,maxCapViolations,0,
cells_and_area,area_growth,44.95,%
synth,syn_inst,50,
floorplanning,die_w,83,µm
cts,cts.sinks,6,
final_timing,worstMarginPinSlew,0.4445,ns
worst_hold_path,holdCritPathClass,"register to register",
place,port-buffer-count,11,
cts,cts_setup_buffers,0,
worst_setup_path,regToRegSetupSlack,1.33,ns
drt,n_antenna_cell,0,
place,post-place-ws,0.4473,ns
final_timing,setup_viol,0,
final_timing,max_freq,0.4299,GHz
floorplanning,dieArea,6889,µm²
drt,num_vias,443,
cts,clk_pin_slew_worst_paths,0.03,ns
cells_and_area,largestRegisters,"count (6)",
final_timing,final.setup.tns,0,ns
synth,synth_cell_types,26,
floorplanning,initCoreUtil,0.1257,
cts,clkLatencyLatePin,0.22,ns
drt,ant_nets,0,
final_timing,grt_setup_unrepaired,"false",
synth,synth_warnings,1,
grt,antenna_found_initial,0,
place,gp_congestion,0.8167,
worst_setup_path,worst_ep_arrival_time,2.43,ns
cts,cts_tree,"done",
worst_setup_path,crit_path_top_delay_cell,"clkdlybuf4s50_1",
final_timing,clock_skew,0.0001991,ns
synth,syn_avg_cell_area,9.409,µm²
worst_setup_path,cp.buffers_inverters,2,
synth,ys.flops,6,
final_timing,hold_viol,0,
cts,cts_buffer_depth,2,
place,place_hpwl,984.1,µm
drt,drc,0,
synth,ys_top_cells_by_area,"dfrtp_1 (32%), ha_1 (11%), a211oi_2 (5.3%)",
final_timing,hold_slack,0.5306,ns
power,irDropWorstVdd,280.1,µV
synth,edf_count,0,
worst_setup_path,r2r-end,"count[4]",
grt,grt_max_degree,7,
cts,postCtsHoldBufs,0,
final_timing,drv_slew,0,
grt,track_usage,0.03446,
worst_hold_path,hold_path_startpoint,"count[5]",
worst_hold_path,holdPathStages,1,
worst_setup_path,worstReg2RegStart,"count[0]",
cts,root_buffer,"clkbuf_8",
synth,ff_type,"dfrtp_1",
drt,firstDrtPassIters,2,
worst_setup_path,cp-end-kind,"register",
run,log.warning_count,25,
worst_setup_path,rr_worst_depth,5,
synth,ys_cells,50,
synth,synth.cell_area,470.5,µm²
worst_setup_path,critPathTopFamily,"buffers and inverters",
synth,synthArstFlopShare,1.000,
worst_setup_path,crit_type,"input port to register",
synth,ys_chip_area,470.5,µm²
worst_setup_path,startpoint_type,"input port",
grt,grt_pass1_wl,2.063,mm
floorplanning,num_rows,22,
power,p_leak,0.2721,nW
synth,seq_area_frac_synth,0.3191,
final_timing,finalWorstSetupSlack,0.6737,ns
cells_and_area,fillerInstances,428,
power,p_per_area,906.1,nW/µm²
floorplanning,die_h,83,µm
cts,h-tree-depth,1,
drt,wl_per_cell,10.72,µm
worst_setup_path,cp.required,3.10,ns
cells_and_area,drive_above_1_share,0.09375,
grt,grt_overflow,0,
final_timing,slew_headroom,0.7005,
status,status,"complete, no violations",
drt,drt-initial-drc-count,24,
synth,yosys.area.top_type_share,0.3191,
drt,routed_wl,1.201,mm
cts,cts_resized,0,
floorplanning,io_pins,12,
cells_and_area,top_register,"count",
final_timing,fin_crit_sh,0.7754,
worst_setup_path,crit_chain,"clkdlybuf4s50_1 > inv_1 > fa_1 > a21o_1 > a21oi_1 > nor4_1 > nand3b_1",
floorplanning,fp.coreArea,3744,µm²
worst_setup_path,slowest_delay,0.54,ns
cells_and_area,largest_reg_flops,6,
## area by class of cell
| type | instances | area (µm²) | share of cell area |
|---|---|---|---|
| multi-input cells | 40 | 305.3 | 0.4477 |
| flip-flops and latches | 6 | 150.1 | 0.2202 |
| repair buffers | 11 | 110.1 | 0.1615 |
| well taps | 48 | 60.06 | 0.08807 |
| clock buffers | 3 | 41.29 | 0.06055 |
| inverters | 4 | 15.01 | 0.02202 |
## worst max-delay path by stage
stage	start	endpoint	slack, ns	depth (start not counted)
CTS	cu	count[4]	0.67	7
global route	count[4]	zC	0.56	3
finish	cu	count[4]	0.67	7
## synthesized netlist by cell type (2+ instances only)
cell type	n
a211oi_1	2
a211oi_2	2
a21oi_1	3
dfrtp_1	6
ha_1	4
inv_1	4
nand2_1	3
nand3_1	3
nand4_1	2
nor2_1	2
nor3_1	2
o21ai_0	2
xnor2_1	2
## logic make-up after synthesis
family	count (synthesis)	share of synthesized area
xor gates and xnor gates	2	0.03724
and+or+nand+nor	16	0.1835
adders and majority gates	5	0.1489
buffers and inverters	4	0.03191
DFF	6	0.3191
muxes	1	0.02128
AOI/OAI and AO/OA	16	0.2580
## layout by cell type (no fill, tap or decap), types with 2 or more instances in the layout
cell type,count
ha_1,4
clkdlybuf4s50_1,11
inv_1,4
xnor2_1,2
a211oi_2,2
o21ai_0,2
nor3_1,2
nor2_1,2
nand4_1,2
a211oi_1,2
nand2_1,3
clkbuf_8,3
a21oi_1,3
dfrtp_1,6
nand3_1,3
## metal layers
metal	global-route usage	wire length [µm]	vias up	share of wire
met1	0.04908	624	207	0.52
met5	0	0	-	0
met2	0.04469	443	14	0.37
met3	0.01575	100	2	0.083
li1	-	-	220	-
met4	0.009231	34	0	0.028
## where the power goes
group          total (mW)  switching (mW)  internal (mW)
sequential          0.186          0.0640          0.122
combinational       0.313           0.130          0.182
clock               0.118          0.0325         0.0860
## metrics by stage
step	std cells	total power, mW	cell area, µm²	utilization
2_1_floorplan	50	0.3606	470.5	-
3_3_place_gp	109	0.4969	640.6	0.1711
3_5_place_dp	109	0.5034	640.6	0.1711
4_1_cts	112	0.6270	681.9	0.1822
5_1_grt	112	0.6871	681.9	0.1822
6_report	112	0.6179	681.9	0.1822
Power figures rest on the tool's default switching activity, not on a simulated workload.
